### design.v
module Heartbeat (
  clk,
  beat
);
  input   clk;
  output  beat;
  parameter  CLK_DIV = 12000000;
  reg [23:0]  countdown = CLK_DIV;  
  always @ (posedge clk) begin
    countdown = countdown - 1;
    if (countdown == 0) begin
      countdown = CLK_DIV;
      beat = 1;
    end else begin
      beat = 0;
    end
  end  
endmodule
function [10:0] framed;
  input [7:0] data;
  framed = {2'b11, data, 1'b0};
endfunction
module UART (
  clk,
  reset,       
  tx_line,     
  tx_data,     
  tx_request,  
);
  input       clk;
  input       reset;
  output      tx_line;
  input [7:0] tx_data;
  input       tx_request;
  parameter  TX_STATE_IDLE =          0;
  parameter  TX_STATE_TRANSMITTING =  1;
  parameter  CLK_RATE = 12*1000*1000;
  parameter  BAUD_RATE = 9600;
  parameter  CLK_DIV = CLK_RATE / BAUD_RATE;
  reg [10:0]  frame = framed (8'h00);
  reg [3:0]   frame_bit_id = 0;
  reg         tx_state = TX_STATE_IDLE;
  reg [11:0]  tx_countdown = CLK_DIV;
  assign  tx_line = frame [frame_bit_id];
  always @ (posedge clk) begin
    if (reset) begin
      frame = framed (8'h00);
      frame_bit_id = 0;
      tx_state = TX_STATE_IDLE;
    end
    case (tx_state)
      TX_STATE_IDLE: begin
        if (tx_request) begin
          frame = framed (tx_data);
          frame_bit_id = 0;
          tx_countdown = CLK_DIV;
          tx_state = TX_STATE_TRANSMITTING;
        end
      end
      TX_STATE_TRANSMITTING: begin
        tx_countdown = tx_countdown - 1;
        if (tx_countdown == 0) begin
          if (frame_bit_id != 10) begin
            frame_bit_id = frame_bit_id + 1;
            tx_countdown = CLK_DIV;
          end else begin
            tx_state = TX_STATE_IDLE;
          end
        end
      end  
    endcase  
  end  
endmodule
module top (
  clk,       
  tx_line,   
);
  input   clk;
  output  tx_line;
  wire        reset;
  reg [7:0]   tx_data = 8'h2e;  
  wire        beat;
  assign  reset = 0;
  UART  uart (
    .clk        (clk),
    .reset      (reset),
    .tx_line    (tx_line),
    .tx_data    (tx_data),
    .tx_request (beat),
  );
  defparam uart.BAUD_RATE = 115200;
  Heartbeat  heartbeat (
    .clk  (clk),
    .beat (beat)
  );
endmodule
### run.sh
#!/bin/bash
# OpenROAD 26Q1-2900-gdf79404cd8, Yosys 0.63+post, stock flow scripts
make -C /OpenROAD-flow-scripts/flow DESIGN_CONFIG=/design/flow/config.mk WORK_HOME=/design/flow/orfs finish
### config.mk
export PLATFORM = sky130hd
export DESIGN_NAME = top
export DESIGN_NICKNAME = top
export VERILOG_FILES = /design/flow/design.v
export SDC_FILE = /design/flow/constraint.sdc
export NUM_CORES = 4
export LEC_CHECK = 1
export CORE_UTILIZATION = 30
### constraint.sdc
current_design top

set clk_period 5.4
set clk_io_pct 0.2

create_clock -name clk0 -period $clk_period [get_ports {clk}]

set non_clock_inputs [all_inputs -no_clocks]
set_input_delay [expr $clk_period * $clk_io_pct] -clock clk0 $non_clock_inputs
set_output_delay [expr $clk_period * $clk_io_pct] -clock clk0 [all_outputs]
==> run_results.csv <==
group,metric,value,unit
final_timing,worst_slack,2.48,ns
synthesis,synth-main-ff-cell,"dfxtp_1",
critical_path,crit_chain,"inv_1, ha_1, inv_1, a221oi_1, a21oi_1, clkdlybuf4s50_1",
synthesis,synthCells,255,
power_and_ir_drop,power,0.000526,W
job,log.warning_count,28,
die,core,7770,sq um
critical_path,r2r_start,"heartbeat.countdown[0]",
synthesis,ys_seq_share,42.5,%
placement,place.gp.congestion,0.885,
route,wl_met2,1850,um
critical_path,cp_common_cell,"inv_1",
die,die-area,8440,sq um
synthesis,syn_area_per_cell,9.50,sq um
critical_path,startpoint_type,"flop",
route,drt_iter0_drc,81,
final_timing,rsz0062_at_grt,"no",
critical_path,cp_data_arrival_time,1.84,ns
route,num_antenna_cells,0,
final_timing,final-max-slew-violation-count,0,
final_timing,tns,0,ns
synthesis,yosys.area.top_type,"dfxtp_1",
critical_path,r2r_end,"heartbeat.countdown[0]",
critical_path,r2r_cells,8,
critical_path,worst_path_max_delay_cell,"edfxtp_1",
placement,dp_slack,2.60,ns
synthesis,synth_warnings,5,
die,pin_count,2,
die,chipHeight,91.9,um
die,rows,32,
final_timing,tightest_slew,0.821,ns
grt,grt_pass1_wl,7490,um
placement,dpl-instance-area,2530,sq um
power_and_ir_drop,p_per_area,202,nW/um^2
route,vias_per_cell,4.94,
route,met3_length,114,um
final_layout,final_cell_area,2610,sq um
route,wl_per_cell,12.2,um
route,top_layer_used,"met4",
final_layout,fill_cells,802,
placement,port_buffers,1,
final_layout,final_core_util,33.6,%
critical_path,required,4.32,ns
clock_network,cts_resized,0,
route,met1_length,2350,um
clock_network,tritoncts_num_sinks,43,
grt,grt_usage,11.0,%
synthesis,top_area_share,21.5,%
clock_network,root_buffer,"clkbuf_8",
critical_path,r2r_slack,2.61,ns
clock_network,postCtsHoldBufs,0,
clock_network,cts_max_level,2,
clock_network,cts_setup_buffers,0,
critical_path,crit_path_max_fanout,4,
critical_path,critPathKind,"reg -> out",
final_timing,hold_violations,0,
final_timing,setup_viol,0,
worst_hold_path,worstHoldPathType,"reg -> reg",
synthesis,ys_ff,43,
grt,gr-total-overflow,0,
critical_path,crit_start,"uart.frame_bit_id[0]",
final_timing,fmax,0.343,GHz
final_layout,drive_above_1_share,7.45,%
route,routed_wl,4350,um
final_timing,period_minus_slack,2.92,ns
final_timing,fin_worst_skew,0.00925,ns
grt,first_global_vias,1625,
synthesis,edf_count,17,
synthesis,ys_chip_area,2420,sq um
synthesis,synth.area.top_cells,"dfxtp_1 (21%), edfxtp_1 (21%), xnor2_1 (6.1%)",
placement,dpl.hpwl,3190,um
clock_network,clk_latency,0.29,ns
grt,grt_max_degree,14,
critical_path,end_kind,"primary output",
power_and_ir_drop,ir_drop,0.0000871,V
critical_path,setup.worst_path.end,"tx_line",
die,fp.dieW,91.9,um
critical_path,cpPeakStageDelay,0.40,ns
die,initial_core_util,31.2,%
route,antenna_left,0,
critical_path,critPathBufInv,3,
clock_network,numCtsBuffers,5,
final_timing,post-route-period-util,54.0,%
synthesis,synth.distinct_cells,54,
synthesis,syn_area,2420,sq um
final_layout,area_delta_synth_final,7.59,%
critical_path,path_delay_family,"buffers and inverters",
clock_network,cts_tree,"done",
grt,antenna_found_initial,0,
status,outcome,"finished clean",
critical_path,cp.depth,6,
final_timing,max_slew_margin,44.8,%
synthesis,synthArstFlopShare,0,%
job,cap_viol_max_count,0,
clock_network,clkTransAtPathRegs,0.07,ns
route,dr.pass1.iters,4,
route,dr_total_vias,1764,
synthesis,ys_cells,255,
clock_network,cts_max_path_buffers,2,
route,post-route-drc-count,0,
power_and_ir_drop,power_leakage,0.937,nW
[worst register-to-register path: stages (launching register included)]
cell     delay (ns)
dfxtp_1        0.36
inv_1          0.09
ha_1           0.21
or3b_1         0.50
o32a_1         0.39
o32a_1         0.22
nor4_1         0.44
nand4_4        0.26
and2_1         0.23
[synthesized netlist by cell type (all sizes together), types with 3 or more instances]
library cell / count
a21oi: 5
and2: 3
clkbuf: 8
dfxtp: 26
edfxtp: 17
ha: 6
inv: 10
nand2: 23
nand2b: 6
nand3: 6
nand4: 6
nor2: 23
nor2b: 5
nor3: 16
nor4: 12
o21ai: 3
o31ai: 3
o32a: 4
or3: 7
or4: 8
xnor2: 17
xor2: 9
[stage by stage]
| stage | hold slack, ns | instances |
|---|---|---|
| final | 0.500 | 357 |
| after global routing | 0.532 | 357 |
| after CTS | 0.509 | 357 |
| after detailed placement | 0.487 | 349 |
| after global placement | 0.488 | 349 |
| after floorplan | 0.446 | 255 |
[final cells by class]
| class | count | area [sq um] | share of cell area [%] |
|---|---|---|---|
| Clock inverter | 2 | 8.76 | 0.336 |
| Tap cell | 102 | 128 | 4.89 |
| Timing Repair Buffer | 1 | 10.0 | 0.384 |
| Clock buffer | 6 | 72.6 | 2.78 |
| Sequential cell | 43 | 1030 | 39.5 |
| Multi-Input combinational cell | 193 | 1320 | 50.6 |
| Inverter | 10 | 37.5 | 1.44 |
[per-layer routing]
metal  up-vias  GRT usage [%]
met5         -              0
met4         0          0.911
met3         5           1.86
met2        21           16.5
met1       806           17.5
li1        932              -
[report_power, final]
| group | internal, W | switching (W) | total [W] |
|---|---|---|---|
| Sequential | 0.000334 | 0 | 0.000334 |
| Combinational | 0 | 0.0000000762 | 0.0000000767 |
| Clock | 0.0000889 | 0.000103 | 0.000191 |
[placed cells by master, fill, tap and decap left out, types with 6 or more instances in the layout]
cell type	Yosys	final
dfxtp_1	26	26
edfxtp_1	17	17
ha_1	6	6
inv_1	10	10
nand2_1	23	23
nand2b_1	6	6
nand3_1	6	6
nor2_1	23	23
nor3_1	16	16
nor4_1	8	8
or3_1	7	7
or4_1	6	6
xnor2_1	17	17
xor2_1	9	9
[sequential cells by signal, summed over array words and instances, names as in the netlist]
name / cells
uart.tx_state: 1
uart.tx_countdown: 12
uart.frame_bit_id: 4
heartbeat.beat: 1
uart.frame: 1
heartbeat.countdown: 24
[worst min-delay path by stage]
stage / startpoint / endpoint / slack [ns] / cells past startpoint
after CTS: heartbeat.countdown[23] / heartbeat.countdown[23] / 0.51 / 2
after global routing: heartbeat.countdown[22] / heartbeat.countdown[22] / 0.53 / 1
final: heartbeat.countdown[23] / heartbeat.countdown[23] / 0.50 / 2
[cells by family after synthesis]
family          count (synthesis)  synth area share [%]
xor+xnor                       26                  9.40
simple gates                  127                  31.0
compound gates                 33                  10.8
fa+ha+maj                       6                  3.10
buf+inv                        19                  2.99
flops                          43                  42.5
other cells                     1                 0.155
Power and IR drop assume default switching activity.
